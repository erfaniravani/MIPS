==> flow/design.v <==
module ifid(inst,nextaddress,clk,rst,ifid_ld,flush,pc_out,inst_out);
  input clk,rst,ifid_ld,flush;
  input [31:0] inst,nextaddress;
  output [31:0] pc_out,inst_out;
  reg [31:0] pc_out,inst_out;
  always @(posedge clk,posedge rst)
  begin
    if (rst == 1'b1) begin
      pc_out = 32'b0;
      inst_out = 32'b0;
    end
    else if (flush == 1'b1) begin
      pc_out = 32'b0;
      inst_out = 32'b0; 
    end
    else if (ifid_ld == 1'b1) begin
      pc_out = nextaddress;
      inst_out = inst;
    end
    else begin
      pc_out = pc_out;
      inst_out = inst_out;  
    end
  end
endmodule
==> flow/run.sh <==
#!/bin/bash
# OpenROAD 26Q1-2900-gdf79404cd8, Yosys 0.63+post, stock flow scripts
make -C /OpenROAD-flow-scripts/flow DESIGN_CONFIG=/design/flow/config.mk WORK_HOME=/design/flow/orfs finish
==> flow/config.mk <==
export PLATFORM = sky130hd
export DESIGN_NAME = ifid
export DESIGN_NICKNAME = ifid
export VERILOG_FILES = /design/flow/design.v
export SDC_FILE = /design/flow/constraint.sdc
export NUM_CORES = 4
export LEC_CHECK = 1
export CORE_UTILIZATION = 30
==> flow/constraint.sdc <==
current_design ifid

set clk_period 1.0
set clk_io_pct 0.2

create_clock -name clk0 -period $clk_period [get_ports {clk}]

set non_clock_inputs [all_inputs -no_clocks]
set_input_delay [expr $clk_period * $clk_io_pct] -clock clk0 $non_clock_inputs
set_output_delay [expr $clk_period * $clk_io_pct] -clock clk0 [all_outputs]
==> out/qor.yml <==
outcome: "finished, violations left"
violations: "setup timing"
peakVddDrop_mv: 0.589
grt_pass1_vias: 2028
crit_required_ps: 800
layout.area.comb_sq_um: 881
postRouteAntennaNets: 0
drc: 0
wl_met2_microns: 2780
yosys_area_sq_um: 2620
grt_usage_pct: 13.9
max_stage_delay_ps: 400
core_sq_um: 8340
chipHeight_microns: 95.5
final_cell_area_sq_um: 4050
critPathSlowestCell: "dfrtp_1"
avgViaCountPerCell: 4.29
cp_top_family: "flip-flops"
syn_inst: 207
wire_per_inst_microns: 13.1
async_flop_share_pct: 100
ys_warn_count: 1
worst_pin_slew_ps: 166
cp_cell_sequence: "buf_2"
cts_htree_levels: 3
cp-end-kind: "primary output"
hold_slack_ps: 282
grt_max_degree: 36
cts_buffer_depth: 2
edf_count: 0
cap_violations: 0
met3WireLength_microns: 527
ctsHoldBuffers: 0
top_area_share_pct: 61.1
root_buffer: "clkbuf_8"
regArea_sq_um: 1600
p_per_area_nw_per_um2: 1410
clkSlewWorstSetupHoldPaths_ps: 70
syn_area_per_cell_sq_um: 12.7
num_antenna_cells: 0
worstPathMaxFanout: 2
gp_congestion: 0.708
n_fill_cell: 775
vias: 2013
finalCritPeriodShare_pct: 104
yosys.cell_types.count: 8
ys_seq_elements: 64
startpoint_type: "flop"
dr.pass1.iters: 4
cts_buffers: 9
clock_sinks: 64
dp.cells: 438
synth_area_leader_cell: "dfrtp_1"
synthesis.area_sq_um: 2620
chipArea_sq_um: 9120
area_growth_pct: 54.5
wl_met1_microns: 2760
fin_cells: 469
clkLatencyLatePin_ps: 320
io_pins: 132
hold_violations: 0
dpl_worst_slack_ps: -8.67
warning_count: 27
rows: 33
flop_cell: "dfrtp_1"
critPathBufInv: 1
skew_ps: 0
finalWirelength_microns: 6130
synth_seq_share_pct: 61.1
layout-drive-gt1-share_pct: 29.1
ys_cells: 207
arrival_ps: 840
port_buffers: 131
top_layer: "met4"
hp-class: "in -> async"
crit_type: "reg -> out"
finalSetupViolCount: 54
grt_pass1_wl_microns: 9610
rsz0062_at_grt: "true"
ys_top_cells_by_area: "dfrtp_1, mux2i_1, nor2_1"
dpl_cell_area_sq_um: 4070
fmax_mhz: 959
min_period_ps: 1040
slew_viol_final: 0
tritoncts: "built"
setup_slack_ps: -42.5
post-route-util_pct: 48.6
place_hpwl_microns: 4160
p_leak_nw: 2.18
drtIter0Drc: 33
slew_headroom_pct: 88.6
die_x_microns: 95.5
common_cells: "dfrtp_1, mux2i_1, nor2_1"
gr-total-overflow: 0
fp_util_pct: 31.4
antenna_found_initial: 0
## layer usage
metal | vias up | track usage, %
li1 | 991 | -
met1 | 935 | 20.0
met2 | 80 | 22.6
met3 | 7 | 3.41
met4 | 0 | 1.99
met5 | - | 0
## final timing paths
kind                                    from           end  slack, ps  depth (start not counted)
worst max-delay path              pc_out[19]    pc_out[19]        -40                          1
worst max register to register    pc_out[26]    pc_out[26]        200                          3
max in group asynchronous                rst     pc_out[7]        520                          3
min in group clk0                      flush  inst_out[25]        310                          3
worst min-delay path                     rst    pc_out[26]        280                          3
worst min register to register  inst_out[18]  inst_out[18]        520                          2
## placed cells by master (no fill, tap or decap)
cell type        instances
clkbuf_8                 9
buf_12                   6
mux2i_1                 64
clkbuf_1                 1
dfrtp_1                 64
nor2_1                  64
buf_2                   65
clkinvlp_4               2
clkinv_2                 2
bufinv_16                1
clkdlybuf4s50_1         65
buf_4                   21
## logic make-up (layout without fill, tap and decap cells)
group	after synthesis	in the layout	synth area share, %
buffers and inverters	15	172	5.30
flip-flops	64	64	61.1
multiplexers	64	64	24.4
AND/OR/NAND/NOR	64	64	9.16
## state kept, by name, indices dropped and copies added, names as in the netlist
name      flops
inst_out     32
pc_out       32
## worst min-delay path: cells and delay by family
kind	cells	cell delay (ps)
buffers and inverters	3	760
## power breakdown
group	internal, mW	switching, mW
registers	2.73	0.0657
clock network	1.12	0.919
logic	0.563	0.320
## what timing repair did
action / CTS / global route
setup buffers: 3 / 14
gates resized: 192 / 0
setup endpoints to repair: 64 / 64
endpoints found under the hold margin: 0 / 0
pin swaps: 0 / 0
## stage by stage
| step | power, mW | setup TNS [ps] |
|---|---|---|
| floorplan | 3.19 | 0 |
| global placement | 3.83 | -137 |
| detailed placement | 3.83 | -42.5 |
| CTS | 5.80 | -2450 |
| global route | 6.05 | -3750 |
| finish | 5.72 | -657 |
## cell type report
cell class / count / share of cell area [%]
inverter: 1 / 0.185
clock buffer: 10 / 3.15
timing repair buffer: 157 / 31.0
tap: 105 / 3.24
clock inverter: 4 / 1.17
multi-input combinational: 128 / 21.7
sequential: 64 / 39.5
Power and IR drop assume default switching activity.
