[./run.sh]
#!/bin/bash
# OpenROAD 26Q1-2900-gdf79404cd8, Yosys 0.63+post, stock flow scripts
make -C /OpenROAD-flow-scripts/flow DESIGN_CONFIG=/design/flow/config.mk WORK_HOME=/design/flow/orfs finish
[./config.mk]
export PLATFORM = sky130hd
export DESIGN_NAME = mips_multi_cycle
export DESIGN_NICKNAME = mips_multi_cycle
export VERILOG_FILES = /design/flow/design.v
export SDC_FILE = /design/flow/constraint.sdc
export NUM_CORES = 4
export LEC_CHECK = 1
export CORE_UTILIZATION = 40
[./constraint.sdc]
current_design mips_multi_cycle

set clk_period 15.9
set clk_io_pct 0.2

create_clock -name clk0 -period $clk_period [get_ports {clk}]

set non_clock_inputs [all_inputs -no_clocks]
set_input_delay [expr $clk_period * $clk_io_pct] -clock clk0 $non_clock_inputs
set_output_delay [expr $clk_period * $clk_io_pct] -clock clk0 [all_outputs]
[./design.v]
module alu_controller (alu_op, func, operation);
  input [1:0] alu_op;
  input [5:0] func;
  output [2:0] operation;
  reg [2:0] operation;
  always @(alu_op, func)
  begin
    operation = 3'b000;
    if (alu_op == 2'b00)         
      operation = 3'b010;
    else if (alu_op == 2'b01)    
      operation = 3'b110;
    else if (alu_op == 2'b11)    
      operation = 3'b111;
    else
      begin
        case (func)
          6'b100000: operation = 3'b010;   
          6'b100011: operation = 3'b110;   
          6'b100100: operation = 3'b000;   
          6'b100101: operation = 3'b001;   
          6'b101010: operation = 3'b111;   
          default:   operation = 3'b000;
        endcase
      end
  end
endmodule
module controller ( opcode, func, zero, 
                    IorD, IRwrite, ND1, ND2,
                    reg_dst, mem_to_reg, alu_src_A, alu_src_B, operation, reg_write, 
                    pc_src, pc_ld, mem_read, mem_write,clk,rst,done
                  );
    input [5:0] opcode;
    input [5:0] func;
    input zero,clk,rst;
    output  IorD, IRwrite, ND1, ND2, reg_dst, mem_to_reg, alu_src_A, reg_write,
            pc_ld, mem_read, mem_write,done;
    reg     IorD, IRwrite, ND1, ND2, reg_dst, mem_to_reg, alu_src_A, reg_write,
            pc_ld, mem_read, mem_write,done;
    output [2:0] operation;
    output [1:0] pc_src,alu_src_B;
    reg [1:0] alu_op,pc_src,alu_src_B;     
    reg pcwrite, pcwrite_cond;   
    alu_controller ALU_CTRL(alu_op, func, operation);
    reg [3:0] ps,ns;
    always @(posedge clk)
    if (rst)
      ps <= 4'b0000;
    else
      ps <= ns;
    always @(ps or opcode)
    begin  
    case (ps)
    4'b0000:  ns = 4'b0001 ;
    4'b0001:   begin
           case(opcode)
           6'b000000 : ns = 4'b0110;  
           6'b100011 : ns = 4'b0010;  
           6'b101011 : ns = 4'b0010;  
           6'b000100 : ns = 4'b1000;  
           6'b000010 : ns = 4'b1001;  
           6'b001001 : ns = 4'b1010;  
           6'b001010 : ns = 4'b1100;  
           6'b000110 : ns = 4'b1110;  
           6'b000011 : ns = 4'b1111;  
           endcase
           end
    4'b0010:  begin
          case(opcode)
          6'b100011 : ns = 4'b0011;  
          6'b101011 : ns = 4'b0101;  
          endcase
          end
    4'b0011:  ns = 4'b0100;
    4'b0100:  ns = 4'b0000;
    4'b0101:  ns = 4'b0000;
    4'b0110:  ns = 4'b0111;
    4'b0111:  ns = 4'b0000;
    4'b1000:  ns = 4'b0000;
    4'b1001:  ns = 4'b0000;
    4'b1010: ns = 4'b1011;
    4'b1011: ns = 4'b0000;
    4'b1100: ns = 4'b1101;
    4'b1101: ns = 4'b0000;
    4'b1110: ns = 4'b0000;
    4'b1111: ns = 4'b0000;
    endcase
  end
   always @(ps)
    begin
    {pcwrite,pcwrite_cond,done,IorD, IRwrite, ND1, ND2, reg_dst, mem_to_reg, alu_src_A, reg_write, mem_read,
     mem_write, alu_op, pc_src, alu_src_B} = 19'd0;
    case (ps)
      4'b0000: {mem_read,IRwrite,pcwrite,alu_src_B} = 5'b11101;
      4'b0001: {alu_src_B} = 2'b11;
      4'b0010: {alu_src_A,alu_src_B} = 3'b110;
      4'b0011: {mem_read,IorD} = 2'b11;
      4'b0100: {done,reg_write,mem_to_reg} = 3'b111;
      4'b0101: {done,mem_write,IorD} = 3'b111;
      4'b0110: {alu_src_A,alu_op} = 3'b110;
      4'b0111: {done,reg_dst,reg_write} = 3'b111;
      4'b1000: {done,alu_src_A,pcwrite_cond,pc_src,alu_op} = 7'b1111001;
      4'b1001: {done,pcwrite,pc_src} = 4'b1101;
      4'b1010: {alu_src_A,alu_src_B} = 3'b110;
      4'b1011: {done,reg_write} = 2'b11;
      4'b1100: {alu_src_A,alu_src_B,alu_op} = 5'b11011;
      4'b1101: {done,reg_write} = 2'b11;
      4'b1110: {done,pcwrite,pc_src} = 4'b1111;
      4'b1111: {done,ND1,ND2,pcwrite,reg_write,pc_src} = 7'b1111101;
    endcase
  end
    always @(pcwrite,pcwrite_cond,zero) begin
        pc_ld = pcwrite || ( pcwrite_cond && zero );
    end
endmodule
module datapath ( clk, rst, adrs, read_data, write_data,
                  IorD, IRwrite, ND1, ND2,
                  reg_dst, mem_to_reg, alu_src_A, alu_src_B, alu_ctrl, reg_write,
                  pc_src, pc_ld, zero,IRo
                 );
  input  clk, rst;
  output [31:0] adrs, write_data,IRo;
  input  [31:0] read_data;
  input  IorD, IRwrite, ND1, ND2, reg_dst, mem_to_reg, alu_src_A, reg_write, pc_ld ;
  input  [1:0] alu_src_B, pc_src;
  input  [2:0] alu_ctrl;
  output zero;
  wire [31:0] pc_out,pc_src_out;
  wire [31:0] IorD_out,IR_out;
  wire [31:0] MDR_out;
  wire [31:0] sgn_ext_out;
  wire [31:0] mem_to_reg_out, ND2_out;
  wire [31:0] alu_out;
  wire [31:0] A_out, B_out;
  wire [31:0] shl2_out;
  wire [31:0] alu_src_A_out;
  wire [31:0] alu_src_B_out;
  wire [31:0] alu_reg_out;
  wire [31:0] j_address;
  wire [31:0] read1,read2;
  wire [4:0]  reg_dst_out, ND1_out;
  reg_32b PC(pc_src_out, rst, pc_ld, clk, pc_out);
  mux2to1_32b MUX_IorD(pc_out, alu_reg_out, IorD, IorD_out);
  reg_32b IR(read_data, rst, IRwrite, clk, IR_out);
  reg_32b MDR(read_data, rst, 1'b1, clk, MDR_out);
  mux2to1_5b MUX_reg_dst(IR_out[20:16], IR_out[15:11], reg_dst, reg_dst_out);
  mux2to1_5b MUX_ND1(reg_dst_out, 5'b11111, ND1, ND1_out);
  mux2to1_32b MUX_mem_to_reg(alu_reg_out, MDR_out, mem_to_reg, mem_to_reg_out);
  mux2to1_32b MUX_ND2(mem_to_reg_out, pc_out, ND2, ND2_out);
  reg_file  RF(ND2_out, IR_out[25:21], IR_out[20:16], ND1_out, reg_write, rst, clk, read1, read2);
  reg_32b A(read1, rst, 1'b1, clk, A_out);
  reg_32b B(read2, rst, 1'b1, clk, B_out);
  mux2to1_32b MUX_A(pc_out, A_out, alu_src_A, alu_src_A_out);
  sign_ext SGN_EXT(IR_out[15:0], sgn_ext_out);
  shl2 SHIFT_LEFT_2b(sgn_ext_out, shl2_out);
  mux4to1_32b MUX_B(B_out, 32'd4, sgn_ext_out, shl2_out, alu_src_B, alu_src_B_out);
  alu ALU(alu_src_B_out, alu_src_A_out, alu_ctrl, alu_out, zero);
  reg_32b ALU_out_reg(alu_out, rst, 1'b1, clk, alu_reg_out);
  jump J_ADRS(IR_out[25:0], pc_out, j_address);
  mux4to1_32b MUX_pcsrc(alu_out, j_address, alu_reg_out, A_out, pc_src, pc_src_out);
  assign adrs = IorD_out;
  assign write_data = B_out;
  assign IRo = IR_out;
endmodule
module mips_multi_cycle (rst, clk, adrs, data_in, data_out, mem_read, mem_write,done);
  input rst, clk;
  output [31:0] adrs;
  input  [31:0] data_in;
  output [31:0] data_out;
  output mem_read, mem_write,done;
  wire IorD,IRwrite,ND1,ND2,reg_dst,mem_to_reg, alu_src_A,pc_ld, zero;
  wire [1:0] alu_src_B, pc_src;
  wire [2:0] alu_cntrl;
  wire [31:0] IRo;
  datapath DP( clk, rst, adrs, data_in, data_out,
                  IorD, IRwrite, ND1, ND2,
                  reg_dst, mem_to_reg, alu_src_A, alu_src_B, alu_cntrl, reg_write,
                  pc_src, pc_ld, zero,IRo
                 );
  controller CU( IRo[31:26], IRo[5:0], zero, 
                    IorD, IRwrite, ND1, ND2,
                    reg_dst, mem_to_reg, alu_src_A, alu_src_B, alu_cntrl, reg_write, 
                    pc_src, pc_ld, mem_read, mem_write,clk,rst,done
                  );
endmodule
module alu (a, b, ctrl, y, zero);
  input [31:0] a, b;
  input [2:0] ctrl;
  output [31:0] y;
  output zero;
  assign y =  (ctrl == 3'b000) ? (a & b) :
              (ctrl == 3'b001) ? (a | b) : 
              (ctrl == 3'b010) ? (a + b) :
              (ctrl == 3'b110) ? (a - b) : ((a[31]==1&&b[31]==0)? 32'd1 : (a[31]==0&&b[31]==1) ? 32'd0 : (a<b) ? 32'd1 : 32'd0);
  assign zero = (y == 32'd0) ? 1'b1 : 1'b0;
endmodule
module jump (j_in,pcadrs,j_out);
  input [25:0] j_in;
  input [31:0] pcadrs;
  output [31:0] j_out;
  wire [27:0] j_mid;
  wire [27:0] j_mid2;
  assign j_mid = {{2{j_in[25]}}, j_in};
  assign j_mid2 = j_mid << 2;
  assign j_out = {{pcadrs[31],pcadrs[30],pcadrs[29],pcadrs[28]}, j_mid2};
endmodule
module mux2to1_32b (i0, i1, sel, y);
  input [31:0] i0, i1;
  input sel;
  output [31:0] y;
  assign y = (sel==1'b1) ? i1 : i0;
endmodule
module mux2to1_5b (i0, i1, sel, y);
  input [4:0] i0, i1;
  input sel;
  output [4:0] y;
  assign y = (sel==1'b1) ? i1 : i0;
endmodule
module mux4to1_32b (i0, i1, i2, i3, sel, y);
  input [31:0] i0, i1, i2, i3;
  input [1:0] sel;
  output [31:0] y;
  assign y = (sel==2'b11) ? i3 :(sel==2'b10) ? i2 : (sel==2'b01) ? i1 : i0;
endmodule
module reg_32b (d_in, sclr, ld, clk, d_out);
  input [31:0] d_in;
  input sclr, ld, clk;
  output [31:0] d_out;
  reg [31:0] d_out;
  always @(posedge clk)
  begin
    if (sclr==1'b1)
      d_out = 32'd0;
    else if (ld)
      d_out = d_in;
  end
endmodule
module reg_file (wr_data, rd_reg1, rd_reg2, wr_reg, reg_write, rst, clk, rd_data1, rd_data2);
  input [31:0] wr_data;
  input [4:0] rd_reg1, rd_reg2, wr_reg;
  input reg_write, rst, clk;
  output [31:0] rd_data1, rd_data2;
  reg [31:0] register_file [0:31];
  integer i;
  assign rd_data1 = (rd_reg1 == 5'b0) ? 32'd0 : register_file[rd_reg1];
  assign rd_data2 = (rd_reg2 == 5'b0) ? 32'd0 : register_file[rd_reg2];
  always @(negedge clk)
    if (rst == 1'b1)
      for (i=0; i<32 ; i=i+1 )
        register_file[i] <= 32'd0;
    else if (reg_write == 1'b1)
      if(wr_reg != 5'd0)
        register_file[wr_reg] <= wr_data;
endmodule
module shl2 (d_in, d_out);
  input [31:0] d_in;
  output [31:0] d_out;
  assign d_out = d_in << 2;
endmodule
module sign_ext (d_in, d_out);
  input [15:0] d_in;
  output [31:0] d_out;
  assign d_out = {{16{d_in[15]}}, d_in};
endmodule
==> job_summary.md <==
### Metrics collected by this job

| Metric | Value |
|---|---|
| # rows | `roughly 150` |
| Setup Fix Bufs, Post-CTS | `0` |
| IO Pins | `about 100` |
| Largest net degree at the start of global routing | `94` |
| Fin Setup TNS | `0 ns` |
| Comb area leader | `multiplexers` |
| Largest Register | `DP.RF.register_file` |
| Die width | `412.4 um` |
| Ys cells | `just under 6000` |
| Multi-input gate area in the final layout | `just over 30000 um2` |
| R2r setup slk | `~4 ns` |
| Unique cell types | `slightly above 90` |
| Drt total wl | `233800 um` |
| Worst-margin pin slew | `~1.2 ns` |
| Fp util | `approximately 40%` |
| Root buffer selected by CTS | `clkbuf_16` |
| Fin area | `79420 um2` |
| First-pass GRT wire length | `approximately 340000 um` |
| Placed cell area | `between 70000 and 80000 um2` |
| Register pins left without a clock | `4` |
| R2R Path Start | `CU.reg_dst$_SDFF_PP0_` |
| Count of tool warnings | `1096` |
| Final Hold Fails | `0` |
| Area delta synth->final | `17.89%` |
| Simple share | `a little over a tenth` |
| Mapped Cells | `between 5000 and 6000` |
| RSZ-0062 raised after global routing | `false` |
| Die extent in y | `~410 um` |
| Ys flop type | `edfxtp_1` |
| Post-DP HPWL | `154700 um` |
| Leak pwr | `between 30 and 40 nW` |
| Area leader share | `between 40 and 50%` |
| Crit Path Class | `in -> reg` |
| Share of layout cells above drive strength 1 | `approximately 15%` |
| FFs w/ async S/R, synth | `0%` |
| Commonest cells in the netlist | `nor2_1 (1315), edfxtp_1 (1024), mux2i_1 (487), a21oi_1 (472), clkbuf_1 (428)` |
| Synth flops | `1242` |
| Antenna-violating nets left | `0` |
| Cts repair resizes | `0` |
| Drt drc | `0` |
| Post-synth area hogs | `edfxtp_1 (46%), mux4_2 (9.2%), nor2_1 (7.3%)` |
| CTS Hold Bufs | `0` |
| Crit path to | `DP.RF.register_file[18][29]$_SDFFCE_NN0P_` |
| Synth Warn # | `5` |
| MaxCap Viol Count | `0` |
| Fin util | `roughly 47%` |
| Syn Area/Cell | `11.32 um2` |
| Clock skew | `~0.052 ns` |
| CP startpoint kind | `input port` |
| Via count | `52686` |
| Clock buffer count from CTS | `around 140` |
| Most common cell in the netlist | `nor2_1` |
| Final WS setup | `2.380 ns` |
| Cell Count Post-Placement | `between 7000 and 8000` |
| Number of cells on the worst reg-to-reg path | `6` |
| Vias in the first global route | `approximately 55000` |
| Initial antenna violation count | `5` |
| Total congestion overflow | `0` |
| Fin cells | `a little over 9000` |
| Final hold slack | `0.5157 ns` |
| Worst VDD drop | `between 100 and 150 uV` |
| Crit path arrival time | `~5.9 ns` |
| Flop area | `35140 um2` |
| DR WL/cell | `25.45 um` |
| Delay-heaviest family, CP | `simple AND/OR/NAND/NOR gates` |
| Crit. End Element | `flip-flop` |
| Max H-tree Level | `4` |
| CP Depth | `5` |
| Max transition margin | `between 20% and 30%` |
| GP Congestion | `around 0.97` |
| FF-to-FF End | `DP.RF.register_file[18][29]$_SDFFCE_NN0P_` |
| Outcome | `completed` |
| Via/cell ratio | `5.734` |
| Largest register FFs | `about 1000` |
| Netlist Area Pre-Place | `between 60000 and 70000 um2` |
| Critical path launch point | `rst` |
| Fillers | `around 14000` |
| Clk buf depth | `3` |
| TritonCTS clock tree | `yes` |
| Req. time, crit path | `between 8 and 9 ns` |
| Total GRT Usage | `~29%` |
| Post-synth top area cell | `edfxtp_1` |
| Post-synth EDFFs | `a little over 1000` |
| Power Total | `9.347 mW` |
| Die ar. | `around 170000 um2` |
| Clock latency (worst-skew pair) | `~0.77 ns` |
| Post-synthesis chip area from yosys | `~67000 um2` |
| Ao+oa area frac | `roughly 11%` |
| Hold Crit Class | `reg -> reg` |
| MUX share of area | `between 10% and 20%` |
| Number of unconstrained endpoints | `4` |
| Worst path slowest cell | `nand2_2` |
| Core area | `approximately 170000 um2` |
| Setup WS pre-CTS | `around 1.8 ns` |
| Buffers and inverters on the worst path | `1` |
| Max Slew Vio Count | `0` |
| Count of input and output buffers | `approximately 100` |
| Initial drt markers | `about 4300` |
| Yosys adder share | `under 10%` |
| Synth Area in XOR/XNOR | `0.2080%` |
| Worst-path maximum fanout | `33` |
| Crit path top cell by count | `nand2_2` |
| Crit path cell chain | `buf_6 -> nor3b_1 -> and2_1 -> nand2_2 -> nand2_2` |
| Drt first pass iters | `8` |
| Pwr/cell area | `around 120 nW/um2` |
| Max incr delay on CP | `around 0.83 ns` |
| Final setup vio count | `0` |
| Worst-path clk slew | `around 0.06 ns` |
## worst register-to-register path, cell delays in order (launching register included)
cell and delay [ns]:
dfxtp_1 0.68, nor2b_1 0.11, a211o_1 0.33, nor3b_1 0.29
and2_1 0.74, nand2_2 0.64, nand2_2 0.84
## placed cells by master (no fill, tap or decap), drive strengths merged, types with 9 or more instances in the layout
cell	n
a31oi	12
a221oi	12
bufinv	15
buf	176
clkinv	15
mux2	212
mux4	275
dfxtp	214
nor3b	9
nand4	11
nor2b	55
or2	9
nand2b	18
o211a	18
clkbuf	156
conb	32
nand2	171
xnor2	13
a211oi	22
o221ai	137
nor4	16
o21a	10
clkinvlp	30
o22ai	133
a21o	22
o211ai	13
a21oi	472
edfxtp	1024
clkdlybuf4s50	99
and2	15
nor3	92
a211o	22
mux2i	487
o31ai	21
inv	1174
nand3	18
ha	102
a22oi	21
nor2	1315
o21ai	187
## how the worst min path moves through the flow
stage                       startpoint                            to  slack [ns]  cells after the start
5_1_grt    DP.PC.d_out[1]$_SDFFE_PP0P_   DP.PC.d_out[1]$_SDFFE_PP0P_        0.54                      2
6_report  DP.PC.d_out[24]$_SDFFE_PP0P_  DP.PC.d_out[24]$_SDFFE_PP0P_        0.52                      2
4_1_cts   DP.PC.d_out[24]$_SDFFE_PP0P_  DP.PC.d_out[24]$_SDFFE_PP0P_        0.51                      2
## per-layer routing
metal / global-route usage (%) / share of wire, %
met5: 0.5088 / 0.067
met2: 41.30 / 45
met1: 37.05 / 37
met4: 10.28 / 3.1
met3: 19.97 / 15
## cell type report
cell class,instances,area share [%]
tap,2204,3.472
timing repair buffer,275,2.995
antenna,3,0.009452
clock inverter,1123,6.032
sequential,1242,44.24
clock buffer,156,4.739
inverter,111,0.5262
multi-input combinational,4075,37.98
## report_power, final
part / leakage [nW] / switching, mW / internal, mW / total (mW)
clock network: 7.79 / 2.00 / 2.29 / 4.29
registers: 12.4 / 0.106 / 3.66 / 3.77
logic: 10.9 / 0.849 / 0.437 / 1.29
total: 31.1 / 2.96 / 6.39 / 9.35
## kinds of logic after synthesis
family / Yosys count
XOR/XNOR: 16
AND/OR/NAND/NOR: 1765
multiplexers: 974
latches: 4
flip-flops: 1238
buffers and inverters: 668
other: 1
AND-OR/OR-AND: 1184
adder cells (fa/ha/maj): 104
Power is estimated from default activity; no workload was simulated.
