==> flow/design.v <==
module idex(aluop,alusrc,regdst,memwrite,memread,memtoreg,regwrite,data1,data2,
            sx,rt,rd,rs,clk,rst,idex_ld,aluop_out,alusrc_out,regdst_out,memwrite_out,
            memread_out,memtoreg_out,regwrite_out,data1_out,data2_out,sx_out,
            rt_out,rd_out,rs_out);
  input clk,rst,idex_ld,alusrc,regdst,memwrite,memread,memtoreg,regwrite;
  input [31:0] data1,data2,sx;
  input [2:0] aluop;
  input [4:0] rt,rd,rs;
  output [31:0] data1_out,data2_out,sx_out;
  output [2:0] aluop_out;
  output [4:0] rt_out,rd_out,rs_out;
  output alusrc_out,regdst_out,memwrite_out,memread_out,memtoreg_out,regwrite_out;
  reg [31:0] data1_out,data2_out,sx_out;
  reg [2:0] aluop_out;
  reg [4:0] rt_out,rd_out,rs_out;
  reg alusrc_out,regdst_out,memwrite_out,memread_out,memtoreg_out,regwrite_out;
  always @(posedge clk,posedge rst)
  begin
    if (rst == 1'b1) begin
      data1_out = 32'b0;
      data2_out = 32'b0;
      sx_out = 32'b0;
      aluop_out = 3'b0;
      rt_out = 5'b0;
      rs_out = 5'b0;
      rd_out = 5'b0;
      {alusrc_out,regdst_out,memwrite_out,memread_out,memtoreg_out,
      regwrite_out} = 6'b0;
    end
    else if (idex_ld == 1'b1) begin
      data1_out = data1;
      data2_out = data2;
      sx_out = sx;
      aluop_out = aluop;
      rt_out = rt;
      rs_out = rs;
      rd_out = rd;
      alusrc_out = alusrc;
      regdst_out = regdst;
      memwrite_out = memwrite;
      memread_out = memread;
      memtoreg_out = memtoreg;
      regwrite_out = regwrite;
    end
  end  
endmodule
==> flow/run.sh <==
#!/bin/bash
# OpenROAD 26Q1-2900-gdf79404cd8, Yosys 0.63+post, stock flow scripts
make -C /OpenROAD-flow-scripts/flow DESIGN_CONFIG=/design/flow/config.mk WORK_HOME=/design/flow/orfs finish
==> flow/config.mk <==
export PLATFORM = sky130hd
export DESIGN_NAME = idex
export DESIGN_NICKNAME = idex
export VERILOG_FILES = /design/flow/design.v
export SDC_FILE = /design/flow/constraint.sdc
export NUM_CORES = 4
export LEC_CHECK = 1
export CORE_UTILIZATION = 50
==> flow/constraint.sdc <==
current_design idex

set clk_period 1.5
set clk_io_pct 0.2

create_clock -name clk0 -period $clk_period [get_ports {clk}]

set non_clock_inputs [all_inputs -no_clocks]
set_input_delay [expr $clk_period * $clk_io_pct] -clock clk0 $non_clock_inputs
set_output_delay [expr $clk_period * $clk_io_pct] -clock clk0 [all_outputs]
==> metrics.cfg <==
[run_status]
status=aborted with a tool error
stop_stage=clock tree synthesis
stop_error=[ERROR DPL-0036] Detailed placement failed.

[synth]
synth_warnings=1
yosys-stat-area_um2=4490
synth_area_um2=4490
synth_seq_share_pct=66.9
ys_seq_elements=120
synth_area_per_cell_um2=17.7
synth_cell_types=5
synth-cells-yosys=254
syn_inst=254

[place]
dp_hpwl_mm=9.18
port_buffers=242
gp_congestion=0.771

[cts]
clock-sinks=120
cts_buffer_depth=2
cts-root-buf=clkbuf_8
htreeDepth=4
cts_buffers=17

[die]
fp_util_pct=51.5
std_cell_rows=34
io_pins=243
die_w_um=96.8
die_y_um=96.8

-- cells by family after synthesis --
group	share of synthesized area, %
DFF	66.9
buffers and inverters	3.06
muxes	30.1
-- stage by stage --
| stage | hold slack [ns] | setup slack [ns] | cell area (µm²) | cells |
|---|---|---|---|---|
| after floorplan | 0.452 | -0.269 | 4500 | 254 |
| after global placement | 0.488 | 0.277 | 7020 | 596 |
| after detailed placement | 0.494 | 0.256 | 7020 | 596 |
-- synth_stat cells --
| library cell | number | area share, % |
|---|---|---|
| dfrtp_1 | 120 | 67 |
| mux2_2 | 120 | 30 |
| buf_6 | 11 | 2.8 |
| buf_2 | 2 | 0.22 |
| inv_1 | 1 | 0.083 |
